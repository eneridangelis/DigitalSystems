[flow/config.mk]
export PLATFORM = sky130hd
export DESIGN_NAME = top
export DESIGN_NICKNAME = top
export VERILOG_FILES = /design/flow/design.v
export SDC_FILE = /design/flow/constraint.sdc
export NUM_CORES = 4
export LEC_CHECK = 1
export CORE_UTILIZATION = 50
[flow/constraint.sdc]
current_design top

set clk_period 5.9
set clk_io_pct 0.2

create_clock -name clk0 -period $clk_period [get_ports {PS2_Clock}]
create_clock -name clk1 -period $clk_period [get_ports {clk}]

set non_clock_inputs [all_inputs -no_clocks]
set_input_delay [expr $clk_period * $clk_io_pct] -clock clk0 $non_clock_inputs
set_output_delay [expr $clk_period * $clk_io_pct] -clock clk0 [all_outputs]
[flow/design.v]
module controle(nova_instrucao, instrucao, clk, ready, tx, ty, tz, tula);
	input wire nova_instrucao, clk;
	input wire [2:0] instrucao;
	output reg ready, tula;
	output reg[1:0] tx, ty, tz;
	parameter IDLE = 3'b101, CLRLD = 3'b000, ADD = 3'b001, SUB = 3'b010, DISP = 3'b011, LOAD = 3'b100;
	parameter clear = 2'b00, load = 2'b01, hold = 2'b10;
	always @ (*)
	begin
	if (nova_instrucao == 0)
		begin
			tx <= hold;
			ty <= hold;
			tz <= hold;
		end
	else begin
		case(instrucao)		
		CLRLD:
		begin
			ready <= 1'b0;
			tx <=  2'b00; 
			ty <=  2'b00;
			tz <=  2'b00;
			ready <= 1'b1;
		end
		ADD:
		begin
			ready <= 1'b0;
			tula <= 1'b0;
			ty <= load;
			tx <= clear;
			tz <= hold;			
			ready <= 1'b1;
		end
		SUB:
		begin
			ready <= 1'b0;
			tula <= 1'b1;
			ty <= load;
			tx <= clear;
			tz <= hold;			
			ready <= 1'b1;
		end
		DISP:
		begin
			ready <= 1'b0;
			tx <= hold;
			ty <= hold;
			tz <= load;
			ready <= 1'b1;
		end
		LOAD:
		begin 
			ready <= 1'b0;
			tx <= load;
			ty <= hold;
			tz <= hold;
			ready <= 1'b1;
		end
		endcase
	end
	end
endmodule
module keyboard(
input wire clk,  
input wire data,
output reg [2:0] led,
output reg inst, 
input wire ready
);
reg [7:0] data_curr;
reg [7:0] data_pre;
reg [3:0] b;
reg flag;
integer contador;
initial
begin
b<=4'h1;
flag<=1'b0;
data_curr<=8'hf0;
data_pre<=8'hf0;
led<=3'b000;
inst <= 1'b0;
contador<=0;
end
always @(negedge clk)  
begin
case(b)
1:;  
2:data_curr[0]<=data;
3:data_curr[1]<=data;
4:data_curr[2]<=data;
5:data_curr[3]<=data;
6:data_curr[4]<=data;
7:data_curr[5]<=data;
8:data_curr[6]<=data;
9:data_curr[7]<=data;
10:flag<=1'b1;  
11:flag<=1'b0;  
endcase
 if(b<=10)
 b<=b+1;
 else if(b==11)
 b<=1;
end
always@(posedge flag)  
begin
	if(data_curr==8'hf0)
	begin
			if(ready) begin
				inst <= 1'b1;
				case(data_pre)
					8'h70: led<=3'b000;
					8'h69: led<=3'b001;
					8'h72: led<=3'b010;
					8'h7a: led<=3'b011;
					8'h6b: led<=3'b100;
					8'hf0: led<=3'b101;
				endcase
			end
	end
	 else
	 begin
		 inst <= 1'b0;
		 data_pre<=data_curr;
	 end
end 
endmodule
module register (data_in, tn, clk, data_out);
	input wire [7:0] data_in;
	input wire [1:0] tn;
	input wire clk;
	output reg [7:0] data_out;
	parameter clear = 2'b00, load = 2'b01, hold = 2'b10;
	reg [1:0] state;
	wire [1:0] next_state;
	assign next_state = fsm_function(state, tn);
	function [1:0] fsm_function;
		input [1:0] state;
		input [1:0] tn;
		case (state)
			hold: 
			if (tn == clear) begin
			fsm_function = clear;
			end else if (tn == load) begin 
			fsm_function = load;
			end else begin 
			fsm_function = hold;
			end
			load:
			if (tn == load) begin
			fsm_function = load;
			end else begin
			fsm_function = hold;
			end
			clear:
			if (tn == clear) begin
			fsm_function =  clear;
			end else begin
			fsm_function = hold;
			end
		endcase
	endfunction
	always @ (posedge clk)
	begin
		state <= next_state;
	end
	always @ (posedge clk)
	begin
	case(state)
		load:
		data_out <= data_in;
		clear:
		data_out <= 8'd0;
		hold:
		data_out <= data_out;
	endcase
	end
endmodule
module special_register (data_in, tn, clk, data_out);
	input wire [7:0] data_in;
	input wire [1:0] tn;
	input wire clk;
	output reg [7:0] data_out;
	parameter clear = 2'b00, load = 2'b01, hold = 2'b10;
	reg [7:0]data_aux;
	reg [1:0] state;
	wire [1:0] next_state;
	assign next_state = fsm_function(state, tn);
	function [1:0] fsm_function;
		input [1:0] state;
		input [1:0] tn;
		case (state)
			hold: 
			if (tn == clear) begin
			fsm_function = clear;
			end else if (tn == load) begin 
			fsm_function = load;
			end else begin 
			fsm_function = hold;
			end
			load:
			if (tn == load) begin
			fsm_function = load;
			end else begin
			fsm_function = hold;
			end
			clear:
			if (tn == clear) begin
			fsm_function =  clear;
			end else begin
			fsm_function = hold;
			end
		endcase
	endfunction
	always @ (posedge clk)
	begin
		state <= next_state;
	end
	always @ (posedge clk)
	begin
	case(state)
		load:
		begin
		data_out <= data_in;
		data_aux <= data_in;
		end
		clear:
		data_out <= 8'd0;
		hold:
		data_out <= data_aux;
	endcase
	end
endmodule
module register_overflow (data_in, tn, clk, data_out, overflow_in, overflow_out);
	input wire [7:0] data_in;
	input wire [1:0] tn;
	input wire clk;
	input wire overflow_in;
	output reg [7:0] data_out;
	output reg overflow_out;
	parameter clear = 2'b00, load = 2'b01, hold = 2'b10;
	reg [1:0] state;
	wire [1:0] next_state;
	assign next_state = fsm_function(state, tn);
	function [1:0] fsm_function;
		input [1:0] state;
		input [1:0] tn;
		case (state)
			hold: 
			if (tn == clear) begin
			fsm_function = clear;
			end else if (tn == load) begin 
			fsm_function = load;
			end else begin 
			fsm_function = hold;
			end
			load:
			if (tn == load) begin
			fsm_function = load;
			end else begin
			fsm_function = hold;
			end
			clear:
			if (tn == clear) begin
			fsm_function =  clear;
			end else begin
			fsm_function = hold;
			end
		endcase
	endfunction
	always @ (posedge clk)
	begin
		state <= next_state;
	end
	always @ (posedge clk)
	begin
	case(state)
		load:
		begin
		data_out <= data_in;
		overflow_out <= overflow_in;
		end
		clear:
		begin
		data_out <= 8'd0;
		overflow_out <= 1'b0;
		end
		hold:
		data_out <= data_out;
	endcase
	end
endmodule
module ula(data_x, data_y, tula, data_ula, overflow, new_instruction);
		input signed [7:0] data_x, data_y;
		input tula, new_instruction;
		output reg signed [7:0] data_ula;
		output reg overflow;
		integer aux;
		initial aux = 0;
		always @ (negedge new_instruction)
		begin		
			if(aux < -128 || aux > 127)
				begin
					overflow <= 1'b1;
					end
				else
					begin
					overflow <= 1'b0;
					end
			if(tula)
				begin
				data_ula <= data_y - data_x;
				aux <= data_y - data_x;
				end
			else 
				begin
				data_ula <= data_y + data_x;
				aux <= data_y + data_x;
				end
		end
endmodule
module complemento (data, data_out, sinal);
input [7:0] data;
output reg [6:0] data_out;
output reg sinal;
always @ (*)
begin
	if(data[6:0] == 0)
	begin 
	sinal <= 1'b0;
	end
	else begin
	sinal <= data [7];
	end
	if (sinal)
	begin
	data_out = ~data[6:0] + 1;
	end
	else begin
	data_out = data[6:0];
	end
end 
endmodule
module add3(in,out);
input [3:0] in;
output [3:0] out;
reg [3:0] out;
always @ (in)
 case (in)
 4'b0000: out <= 4'b0000;
 4'b0001: out <= 4'b0001;
 4'b0010: out <= 4'b0010;
 4'b0011: out <= 4'b0011;
 4'b0100: out <= 4'b0100;
 4'b0101: out <= 4'b1000;
 4'b0110: out <= 4'b1001;
 4'b0111: out <= 4'b1010;
 4'b1000: out <= 4'b1011;
 4'b1001: out <= 4'b1100;
 default: out <= 4'b0000;
 endcase
endmodule
module binary_to_BCD(data,seg1, seg2, seg3, sinal_out);
input [7:0] data;
wire [6:0]A;
output reg [6:0] seg1, seg2, seg3;
output reg sinal_out;
wire sinal;
wire [3:0] ONES, TENS;
wire [1:0] HUNDREDS;
wire [3:0] c1,c2,c3,c4,c5,c6,c7;
wire [3:0] d1,d2,d3,d4,d5,d6,d7;
complemento m0(data, A, sinal);
assign d1 = {2'b0,A[6:5]};
assign d2 = {c1[2:0],A[4]};
assign d3 = {c2[2:0],A[3]};
assign d4 = {c3[2:0],A[2]};
assign d5 = {c4[2:0],A[1]};
assign d6 = {1'b0,c1[3],c2[3],c3[3]};
assign d7 = {c6[2:0],c4[3]};
add3 m1(d1,c1);
add3 m2(d2,c2);
add3 m3(d3,c3);
add3 m4(d4,c4);
add3 m5(d5,c5);
add3 m6(d6,c6);
add3 m7(d7,c7);
assign ONES = {c5[2:0],A[0]};
assign TENS = {c7[2:0],c5[3]};
assign HUNDREDS = {c6[3],c7[3]};
always @ (*)
		 begin
		 sinal_out <= ~sinal;
		  case(ONES)
		   4'd0 : seg1 = 7'b1000000;  
		   4'd1 : seg1 = 7'b1111001;  
		   4'd2 : seg1 = 7'b0100100;  
		   4'd3 : seg1 = 7'b0110000;  
		   4'd4 : seg1 = 7'b0011001;  
		   4'd5 : seg1 = 7'b0010010;  
		   4'd6 : seg1 = 7'b0000010;  
		   4'd7 : seg1 = 7'b1111000;  
		   4'd8 : seg1 = 7'b0000000;  
		   4'd9 : seg1 = 7'b0010000;  
		   default : seg1 = 7'b0111111;  
		  endcase
		 case(TENS)
		   4'd0 : seg2 = 7'b1000000;  
		   4'd1 : seg2 = 7'b1111001;  
		   4'd2 : seg2 = 7'b0100100;  
		   4'd3 : seg2 = 7'b0110000;  
		   4'd4 : seg2 = 7'b0011001;  
		   4'd5 : seg2 = 7'b0010010;  
		   4'd6 : seg2 = 7'b0000010;  
		   4'd7 : seg2 = 7'b1111000;  
		   4'd8 : seg2 = 7'b0000000;  
		   4'd9 : seg2 = 7'b0010000;  
		   default : seg2 = 7'b0111111;  
		  endcase
		  case(HUNDREDS)
		   4'd0 : seg3 = 7'b1000000;  
		   4'd1 : seg3 = 7'b1111001;  
		   4'd2 : seg3 = 7'b0100100;  
		   4'd3 : seg3 = 7'b0110000;  
		   4'd4 : seg3 = 7'b0011001;  
		   4'd5 : seg3 = 7'b0010010;  
		   4'd6 : seg3 = 7'b0000010;  
		   4'd7 : seg3 = 7'b1111000;  
		   4'd8 : seg3 = 7'b0000000;  
		   4'd9 : seg3 = 7'b0010000;  
		   default : seg3 = 7'b0111111;  
		  endcase
		end
endmodule
module top(A,PS2_Data, PS2_Clock, clk, seg1, seg2, seg3, overflow, sinal);
input [7:0] A;
input PS2_Data;
input PS2_Clock;
input clk;
output [6:0] seg1, seg2, seg3;
output sinal, overflow;
wire tula, new_instruction, ready, overflow_in;
wire [7:0] Z, Y, X, data_ula;
wire [1:0] tx, ty, tz;
wire [2:0] instruction;
keyboard m0 (PS2_Clock, PS2_Data, instruction, new_instruction, ready);
controle m1 (new_instruction, instruction, clk, ready, tx, ty, tz, tula);
special_register x  (A, tx, clk, X);
register y  (data_ula, ty, clk, Y);
ula m2(X, Y, tula, data_ula, overflow_in, new_instruction);
register_overflow z (Y, tz, clk, Z, overflow_in, overflow);
binary_to_BCD m3 (Z, seg1, seg2, seg3, sinal);
endmodule
[flow/run.sh]
#!/bin/bash
# OpenROAD 26Q1-2900-gdf79404cd8, Yosys 0.63+post, stock flow scripts
make -C /OpenROAD-flow-scripts/flow DESIGN_CONFIG=/design/flow/config.mk WORK_HOME=/design/flow/orfs finish
==> reports/metrics.csv <==
metric,value,unit
status,completed,
power.leakage,2.061,nW
dieArea,9811,µm²
nFillCells,805,
fin_skew,0.007406,ns
worstMarginPinSlew,0.7092,ns
relSlewSlack,52.55,%
cts_tree,built,
grtUsageTotal,18.49,%
vias_per_cell,5.572,
critPathMaxStageDelay,0.50,ns
crit_slowest_cell,edfxtp_1,
place.gp.congestion,0.8838,
hpwl,6250,µm
grt_pass1_vias,3031,
syn_to_final_growth,10.87,%
rsz0062_at_grt,false,
p_seq_share,54.8,%
final-setup-viol-count,0,
startpoint_type,flip-flop,
synth_area,4710,µm²
power,723.8,µW
antenna_found_initial,0,
worstPathMaxFanout,13,
rows,35,
end_kind,primary output,
dieHeight,99.05,µm
edf_count,57,
post_cts_resized,0,
grt_overflow,0,
die_w,99.05,µm
ant_nets,0,
unclocked_pins,30,
cts_hold_buffers,0,
core_area,9196,µm²
drv_slew,0,
portBuffers,29,
p_sw_share,19.38,%
drive_gt1_share,4.810,%
antennaDiodeCount,0,
grt_pass1_wl,13770,µm
wire_per_inst,13.34,µm
clkPwrFrac,44.2,%
arrival,4.22,ns
path_buffers,2,
p_sw,140.3,µW
hold_viol_final,0,
io_pins,34,
path_delay_family,AND-OR/OR-AND gates,
yosys_area,4710,µm²
untimed_endpoints,41,
fp_util,51.21,%
ys_cells,467,
p_int,583.5,µW
hold_class,reg2reg,
routed_wl,8138,µm
power.density,138.6,nW/µm²
cts_setup_buffers,0,
ys_types,76,
mi_logic_area,2286,µm²
firstDrtPassIters,5,
warnings,48,
tns,0,ns
syn_inst,467,
syn_area_per_cell,10.08,µm²
maxCapViolations,0,
grt_start_max_net_pins,21,
drc,0,
cpMostUsedCell,ha_1,
crit_type,reg2out,
async_reset_ff_share,0,%
combPwrFrac,1.0,%
vdd_drop_max,0.1825,mV
register_area,2177,µm²
vias,3399,
path_cells,inv_1 > ha_1 > or3b_1 > xnor2_1 > o22a_1 > a22oi_1 > o211ai_1 > o21ai_0 > and2_1 > ha_1 > mux2_1 > mux2i_1 > clkdlybuf4s50_1,
ys.flops,82,
worst_ep_required_time,4.72,ns
ys.flop_type,edfxtp_1,
drtIter0Drc,117,
ys_warn_count,9,
clk_pin_slew,0.07,ns
stage by stage:
stage | hold slack (ns) | util (%) | cell area [µm²] | instances | worst slack, ns
floorplan | 0.4734 | - | 4713 | 468 | 1.528
global placement | 0.5110 | 54.61 | 5022 | 586 | 0.7463
detailed placement | 0.5171 | 54.61 | 5022 | 586 | 0.6693
CTS | 0.5318 | 56.76 | 5220 | 610 | 0.3436
global route | 0.5556 | 56.78 | 5221 | 610 | 0.2419
finish | 0.5262 | 56.78 | 5221 | 610 | 0.4986
cell usage after synthesis (3+ instances only):
| cell type | instances | area, µm² |
|---|---|---|
| o2111ai_1 | 3 | 26.28 |
| nor2_1 | 44 | 165.2 |
| edfxtp_1 | 57 | 1712 |
| a22oi_1 | 3 | 22.52 |
| nor3_1 | 13 | 65.06 |
| nand2b_1 | 7 | 43.79 |
| o21ai_1 | 3 | 15.01 |
| o221ai_1 | 5 | 43.79 |
| clkbuf_1 | 9 | 33.78 |
| buf_2 | 6 | 30.03 |
| a21oi_1 | 21 | 105.1 |
| o21ai_0 | 18 | 90.09 |
| nand2_1 | 27 | 101.4 |
| xor2_1 | 7 | 61.31 |
| nand3_1 | 6 | 30.03 |
| a31oi_1 | 4 | 25.02 |
| nor3b_1 | 5 | 37.54 |
| a32o_1 | 3 | 30.03 |
| or3_1 | 3 | 18.77 |
| mux2i_1 | 6 | 60.06 |
| ha_1 | 22 | 275.3 |
| xnor2_1 | 18 | 157.7 |
| o22ai_1 | 3 | 18.77 |
| a21o_1 | 7 | 52.55 |
| and2_1 | 8 | 50.05 |
| nor4_1 | 4 | 25.02 |
| a22o_1 | 8 | 70.07 |
| nand3b_1 | 6 | 45.04 |
| buf_4 | 8 | 60.06 |
| nor2b_1 | 24 | 150.1 |
| dfxtp_1 | 18 | 360.4 |
| inv_1 | 27 | 101.4 |
| dlxtn_1 | 7 | 105.1 |
| o21a_1 | 3 | 22.52 |
flip-flops by register name, summed over array words and instances (netlist names):
signal          flops
m0.led              3
m1.ty               2
y.state             2
x.state             2
m2.overflow         1
m0.data_curr        8
m2.data_ula         8
m1.tx               2
y.data_out          8
m1.tula             1
m2.aux              2
z.data_out          8
m0.flag             1
m0.inst             1
m0.b                4
z.overflow_out      1
x.data_out          8
m0.data_pre         8
x.data_aux          8
m1.tz               2
z.state             2
power by group through the flow:
stage | Sequential [mW] | Clock, mW | Combinational, mW
after global routing | 0.396 | 0.355 | 0.00786
after CTS | 0.397 | 0.331 | 0.00727
final | 0.397 | 0.320 | 0.00726
kinds of logic after synthesis:
logic type / after synthesis / share of synthesized area, %
other cells: 2 / 0.1595
latches: 7 / 2.232
compound gates: 109 / 16.84
xor+xnor: 25 / 4.649
fa+ha+maj: 24 / 6.482
simple gates: 164 / 18.54
flops: 75 / 44.00
mux: 8 / 1.753
buf+inv: 53 / 5.340
placed cells by master (no fill, tap or decap), types with 18 or more instances in the layout:
cell,n
edfxtp_1,57
nor2_1,44
inv_1,40
clkdlybuf4s50_1,29
nand2_1,27
nor2b_1,24
ha_1,22
a21oi_1,21
xnor2_1,18
o21ai_0,18
dfxtp_1,18
worst paths after layout:
kind | to | slack (ns) | from | cells past startpoint
worst max-delay path | seg1[4] | 0.50 | z.data_out[0] | 13
min in group clk0 | m0.b[0] | 0.64 | m0.b[0] | 1
worst min register to register | x.state[1] | 0.53 | x.state[1] | 1
worst max register to register | x.data_aux[2] | 4.34 | x.state[0] | 1
worst min-delay path | x.state[1] | 0.53 | x.state[1] | 1
max in group clk1 | x.data_out[7] | 4.11 | A[7] | 2
layer usage:
layer	routed length, µm	vias to the layer above	track usage, %
li1	-	1751	-
met1	3897	1571	28.49
met2	3857	69	30.18
met3	320	8	3.391
met4	63	0	2.262
met5	0	-	0
cell type report:
class                   count  share of cell area (%)
flip-flops and latches     82                   41.70
well taps                 111                   2.660
clock inverters            17                   1.749
clock buffers               8                   2.109
inverters                  26                   1.869
repair buffers             33                   6.135
multi-input cells         333                   43.78
Power is estimated from default activity; no workload was simulated.
